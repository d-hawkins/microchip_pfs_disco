===== design/flow/run.sh =====
#!/bin/bash
# OpenROAD 26Q1-2900-gdf79404cd8, Yosys 0.63+post, stock flow scripts
make -C /OpenROAD-flow-scripts/flow DESIGN_CONFIG=/design/flow/config.mk WORK_HOME=/design/flow/orfs finish

===== design/flow/config.mk =====
export PLATFORM = sky130hd
export DESIGN_NAME = blinky
export DESIGN_NICKNAME = blinky
export VERILOG_FILES = /design/flow/design.v
export SDC_FILE = /design/flow/constraint.sdc
export NUM_CORES = 4
export LEC_CHECK = 1
export CORE_UTILIZATION = 30

===== design/flow/constraint.sdc =====
current_design blinky

set clk_period 5.5
set clk_io_pct 0.2

create_clock -name clk0 -period $clk_period [get_ports {clk}]

set non_clock_inputs [all_inputs -no_clocks]
set_input_delay [expr $clk_period * $clk_io_pct] -clock clk0 $non_clock_inputs
set_output_delay [expr $clk_period * $clk_io_pct] -clock clk0 [all_outputs]

===== design/flow/design.v =====
module blinky #(
		parameter int CNT_WIDTH = 32,
		parameter int LED_WIDTH = 8
	) (
		input rst_n,
		input clk,
		output [LED_WIDTH-1:0] led
	);
	logic [CNT_WIDTH-1:0] count;
	always_ff @(negedge rst_n or posedge clk) begin
		if (~rst_n) begin
			count <= '0;
		end
		else begin
			count <= count + 1'b1;
		end
	end
	assign led = count[(CNT_WIDTH-1) -: LED_WIDTH];
endmodule

==> reports/highlights.md <==
- 0 — Post CTS Setup Buffer Count
- 2.319 ns — Min Clock Period, post-route
- 0 — hold buffers post-CTS
- 0 — diode insertion count for antenna repair
- 0.07 ns — post-CTS clock slew at the launch and capture registers of the worst setup and hold paths
- 0.4216 — Period Utilization, post-route
- 0.3195 — Core Util at FP
- count x32 — registers with the most flip-flops
- 33 — largest net degree at the start of global routing
- 2521 um — total routed wirelength
- 9 — buffers added on ports
- 4.40 ns — data required time of the worst path
- 12.12 um — Routed wire per std cell
- 73.63 um — Die H
- 10 — top-level I/O count
- 1539 um2 — yosys synthesis chip area
- 25 — tool warnings
- 0.28 ns — worst skew pair latency
- 473 — number of filler cells placed in the layout
- 2 — maximum level of the CTS H-tree
- 135 — synthesized instance count
- 634.4 um2 — area of combinational cells with multiple inputs
- 0.0001208 V — VDD IR max
- 135 — Yosys Instances
- 0.474 — clock share of power
- 262.7 nW/um2 — pwr/cell area
- 6 — worst-path fanout max
- false — RSZ-0062 raised after global routing
- 0.0008076 uW — P_leak
- 4.558 — via/cell ratio
- buffers and inverters — Crit path max-delay family
- 0.007346 ns — clock skew after layout
- sky130_fd_sc_hd__clkdlybuf4s50_1 — CP max-delay cell
- 4636 um — global-route wire length before repair
- 32 — TritonCTS Sinks
- 32 — Synthesized registers
- 0 — number of antenna violations at the first check in global routing
- 0.514 — Sequential Power Share
- 0.012 — Combinational Power Share
- 370.7 uW — internal cell power
- 25 — Std-Cell Rows
- count — largest register by flop count
- 0.1277 — ratio of cells with drive above 1 in the final layout
- register to output pin — critical path class
- 0 — max-slew violation total from the final report
- 800.8 um2 — register cell area after layout
- 0 — final-report setup violation count
- 2 — Clock Tree Buf Depth
- 5421 um2 — overall chip area
- 1038 — vias in the first global route
- 0.5203 — sequential fraction of the synthesis area
- 0 — residual antenna-violating net count after detailed routing
- 32 — max reg flops
- 11.40 um2 — mean instance size in the synthesized netlist
- output pin — sort of element at the end of the critical path
- 25 — violation count after the first detailed-route iteration
- 0 — max-cap violations
- 0 ns — sum of negative setup slack
- 0.1905 — switching fraction of total power
- complete, no violations — status
- clkdlybuf4s50_1 — cells along the critical path
- 1591 um — sum of net half-perimeters after detailed placement
- 87.24 uW — switching component of the power
- 1 — Yosys warning total
- 13.25% — area growth from synthesis to layout
- 0.50 ns — Crit path largest cell delay
- done — TritonCTS clock tree
- 3 — detailed-routing iteration count for the pre-antenna-repair pass
- 0 — Post-route DRC
- 0.7703 — gpl congestion
- 948 — via count of the routed design
- 457.9 uW — power after layout
- 0.4312 GHz — maximum clock frequency
- 5 — clock buffer count from CTS
- 0 — PostCTS Resize Cnt
- 0.1124 — total routing resource utilization after global routing
- 4817 um2 — area of the core
- 0 — Final Hold Violating Endpoints
- register to register — Tightest Hold Check Type
- 0.6175 — worst rel slew slack
- 73.63 um — width of the die
- 1539 um2 — area of the mapped netlist
- 0 — overflow left after global routing
- 25 — Cell variety after synth
- 1 — WP buf/inv
- register — startpoint class of the critical path
- sky130_fd_sc_hd__clkbuf_8 — CTS Root Buffer Type
- 0.5722 ns — Worst Tran Pin Value
- 1.22 ns — Arr. time, crit path
-- cells in the mapped netlist --
cell type	number	area (um2)
sky130_fd_sc_hd__or3_4	1	11.26
sky130_fd_sc_hd__and3_1	2	12.51
sky130_fd_sc_hd__xor2_1	20	175.2
sky130_fd_sc_hd__or3_1	1	6.260
sky130_fd_sc_hd__nor2_1	6	22.52
sky130_fd_sc_hd__nor4_4	1	21.27
sky130_fd_sc_hd__buf_6	1	11.26
sky130_fd_sc_hd__buf_4	8	60.06
sky130_fd_sc_hd__nor3b_1	1	7.510
sky130_fd_sc_hd__buf_1	1	3.750
sky130_fd_sc_hd__nor4_1	4	25.02
sky130_fd_sc_hd__nor3_1	4	20.02
sky130_fd_sc_hd__nand3_1	10	50.05
sky130_fd_sc_hd__and4_1	4	35.03
sky130_fd_sc_hd__nand2_1	9	33.78
sky130_fd_sc_hd__nand2b_1	1	6.260
sky130_fd_sc_hd__nor4_2	5	62.56
sky130_fd_sc_hd__inv_1	5	18.77
sky130_fd_sc_hd__nand4_1	3	18.77
sky130_fd_sc_hd__nand3_2	2	20.02
sky130_fd_sc_hd__dfrtp_1	32	800.8
sky130_fd_sc_hd__xnor2_1	10	87.58
sky130_fd_sc_hd__buf_2	2	10.01
sky130_fd_sc_hd__ha_1	1	12.51
sky130_fd_sc_hd__or2_2	1	6.260
-- through the flow --
| stage | hold slack [ns] | utilization | cell area [um2] | setup slack, ns | instances |
|---|---|---|---|---|---|
| 2_1_floorplan | 0.4344 | - | 1539 | 3.867 | 135 |
| 3_3_place_gp | 0.4471 | 0.3395 | 1635 | 3.506 | 200 |
| 3_5_place_dp | 0.4503 | 0.3395 | 1635 | 3.499 | 200 |
| 4_1_cts | 0.4620 | 0.3618 | 1743 | 3.173 | 208 |
| 5_1_grt | 0.4844 | 0.3618 | 1743 | 3.120 | 208 |
| 6_report | 0.4590 | 0.3618 | 1743 | 3.181 | 208 |
-- path summary, 6_finish.rpt --
kind                                 from         to  slack, ns  cells after the start
worst max-delay path            count[26]     led[2]       3.18                      1
worst min-delay path            count[14]  count[14]       0.46                      1
worst max register to register   count[0]  count[24]       3.68                      5
worst min register to register  count[14]  count[14]       0.46                      1
max in group asynchronous           rst_n  count[12]       4.00                      2
min in group asynchronous           rst_n  count[29]       1.20                      2
-- cell usage in the layout (no fill, tap or decap), drive strengths merged --
cell,n
clkbuf,6
or3,2
dfrtp,32
ha,1
and3,2
nor2,6
and4,4
xnor2,10
nor4,10
nand2b,1
nand3,12
clkdlybuf4s50,9
or2,1
inv,5
nand4,3
xor2,20
bufinv,1
nand2,9
nor3b,1
clkinv,1
nor3,4
buf,1
-- cell families (layout without fill, tap and decap cells) --
family,count (synthesis),after routing,synth area share
DFF,32,32,0.5203
adders and majority gates,1,1,0.008129
xor gates and xnor gates,30,30,0.1707
buffers and inverters,17,23,0.06748
and+or+nand+nor,55,55,0.2333
-- area by class of cell --
type	count	area share
Sequential cell	32	0.4594
Multi-Input combinational cell	86	0.3640
Inverter	5	0.01077
Timing Repair Buffer	10	0.05599
Tap cell	67	0.04810
Clock buffer	6	0.04164
Clock inverter	2	0.02010
-- power groups by stage --
stage / Combinational, uW / Clock [uW] / Sequential, uW
global route: 6.69 / 234 / 235
CTS: 5.87 / 224 / 235
finish: 5.41 / 217 / 235
-- layer usage --
| layer | GRT usage | share of wire | vias to the layer above |
|---|---|---|---|
| li1 | - | - | 459 |
| met1 | 0.1645 | 0.50 | 468 |
| met2 | 0.1743 | 0.44 | 13 |
| met3 | 0.02774 | 0.036 | 8 |
| met4 | 0.02350 | 0.025 | 0 |
| met5 | 0 | 0 | - |
No activity file was given, so power comes from the tool's default toggle rates.
